**/design/flow/design.v**
```verilog
`timescale 1ns/10ps
module MEM_L0(
		input					rst, 
		input					clk, 
		input			[19:0]	data_in, 
		input			[8:0]	mux4mem, 
		input			[8:0]	en4mem, 
		output	reg		[19:0]	data_out0, 
		output	reg		[19:0]	data_out1, 
		output	reg		[19:0]	data_out2, 
		output	reg		[19:0]	data_out3, 
		output	reg		[19:0]	data_out4, 
		output	reg		[19:0]	data_out5, 
		output	reg		[19:0]	data_out6, 
		output	reg		[19:0]	data_out7, 
		output	reg		[19:0]	data_out8 
		);
	always@(posedge clk or posedge rst)begin
		if(rst)begin
			data_out0<=20'd0;
		end else if(en4mem[0])begin
			data_out0<=(mux4mem[0])?20'd0:data_in;
		end
	end
	always@(posedge clk or posedge rst)begin
		if(rst)begin
			data_out1<=20'd0;
		end else if(en4mem[1])begin
			data_out1<=(mux4mem[1])?20'd0:data_in;
		end
	end
	always@(posedge clk or posedge rst)begin
		if(rst)begin
			data_out2<=20'd0;
		end else if(en4mem[2])begin
			data_out2<=(mux4mem[2])?20'd0:data_in;
		end
	end
	always@(posedge clk or posedge rst)begin
		if(rst)begin
			data_out3<=20'd0;
		end else if(en4mem[3])begin
			data_out3<=(mux4mem[3])?20'd0:data_in;
		end
	end
	always@(posedge clk or posedge rst)begin
		if(rst)begin
			data_out4<=20'd0;
		end else if(en4mem[4])begin
			data_out4<=(mux4mem[4])?20'd0:data_in;
		end
	end
	always@(posedge clk or posedge rst)begin
		if(rst)begin
			data_out5<=20'd0;
		end else if(en4mem[5])begin
			data_out5<=(mux4mem[5])?20'd0:data_in;
		end
	end
	always@(posedge clk or posedge rst)begin
		if(rst)begin
			data_out6<=20'd0;
		end else if(en4mem[6])begin
			data_out6<=(mux4mem[6])?20'd0:data_in;
		end
	end
	always@(posedge clk or posedge rst)begin
		if(rst)begin
			data_out7<=20'd0;
		end else if(en4mem[7])begin
			data_out7<=(mux4mem[7])?20'd0:data_in;
		end
	end
	always@(posedge clk or posedge rst)begin
		if(rst)begin
			data_out8<=20'd0;
		end else if(en4mem[8])begin
			data_out8<=(mux4mem[8])?20'd0:data_in;
		end
	end
endmodule
module CONV_L0(
		input	signed	[19:0]	data_in0, 
		input	signed	[19:0]	data_in1, 
		input	signed	[19:0]	data_in2, 
		input	signed	[19:0]	data_in3, 
		input	signed	[19:0]	data_in4, 
		input	signed	[19:0]	data_in5, 
		input	signed	[19:0]	data_in6, 
		input	signed	[19:0]	data_in7, 
		input	signed	[19:0]	data_in8, 
		input					num_of_kernel, 
		output	wire	[19:0]	data_out 
		);
	parameter	signed	Kernel0_0=20'h0A89E;
	parameter	signed	Kernel0_1=20'h092D5;
	parameter	signed	Kernel0_2=20'h06D43;
	parameter	signed	Kernel0_3=20'h01004;
	parameter	signed	Kernel0_4=20'hF8F71;
	parameter	signed	Kernel0_5=20'hF6E54;
	parameter	signed	Kernel0_6=20'hFA6D7;
	parameter	signed	Kernel0_7=20'hFC834;
	parameter	signed	Kernel0_8=20'hFAC19;
	parameter	signed	Kernel1_0=20'hFDB55;
	parameter	signed	Kernel1_1=20'h02992;
	parameter	signed	Kernel1_2=20'hFC994;
	parameter	signed	Kernel1_3=20'h050FD;
	parameter	signed	Kernel1_4=20'h02F20;
	parameter	signed	Kernel1_5=20'h0202D;
	parameter	signed	Kernel1_6=20'h03BD7;
	parameter	signed	Kernel1_7=20'hFD369;
	parameter	signed	Kernel1_8=20'h05E68;
	parameter	signed	Kernel0_bias=20'h01310;
	parameter	signed	Kernel1_bias=20'hF7295;
	wire	signed	[39:0]	MUL_0;
	wire	signed	[39:0]	MUL_1;
	wire	signed	[39:0]	MUL_2;
	wire	signed	[39:0]	MUL_3;
	wire	signed	[39:0]	MUL_4;
	wire	signed	[39:0]	MUL_5;
	wire	signed	[39:0]	MUL_6;
	wire	signed	[39:0]	MUL_7;
	wire	signed	[39:0]	MUL_8;
	wire	signed	[19:0]	Bias;
	wire	signed	[40:0]	SUM;
	assign	MUL_0=data_in0*((num_of_kernel)?Kernel1_0:Kernel0_0);
	assign	MUL_1=data_in1*((num_of_kernel)?Kernel1_1:Kernel0_1);
	assign	MUL_2=data_in2*((num_of_kernel)?Kernel1_2:Kernel0_2);
	assign	MUL_3=data_in3*((num_of_kernel)?Kernel1_3:Kernel0_3);
	assign	MUL_4=data_in4*((num_of_kernel)?Kernel1_4:Kernel0_4);
	assign	MUL_5=data_in5*((num_of_kernel)?Kernel1_5:Kernel0_5);
	assign	MUL_6=data_in6*((num_of_kernel)?Kernel1_6:Kernel0_6);
	assign	MUL_7=data_in7*((num_of_kernel)?Kernel1_7:Kernel0_7);
	assign	MUL_8=data_in8*((num_of_kernel)?Kernel1_8:Kernel0_8);
	assign	Bias=(num_of_kernel)?Kernel1_bias:Kernel0_bias;
	assign	SUM=(((MUL_0+MUL_1)+(MUL_2+MUL_3))+((MUL_4+MUL_5)+
		(MUL_6+MUL_7)))+(MUL_8+{4'd0,Bias,16'd0});
	assign	data_out=(SUM[15])?(SUM[35:16]+20'd1):SUM[35:16];
endmodule
module ReLU(
		input				signed	[19:0]	data_in, 
		output		wire	signed	[19:0]	data_out 
		);
	assign data_out=(data_in>0)?data_in:20'd0;
endmodule
module Layer0(
		input					rst, 
		input					clk, 
		input			[19:0]	data_in, 
		input			[8:0]	mux4mem, 
		input			[8:0]	en4mem, 
		input					num_of_kernel, 
		output	wire	[19:0]	data_out 
		);
	wire	[19:0]	data0;
	wire	[19:0]	data1;
	wire	[19:0]	data2;
	wire	[19:0]	data3;
	wire	[19:0]	data4;
	wire	[19:0]	data5;
	wire	[19:0]	data6;
	wire	[19:0]	data7;
	wire	[19:0]	data8;
	wire	[19:0]	out_of_conv;
	MEM_L0 mem4l0(
		.rst(rst), 
		.clk(clk), 
		.data_in(data_in), 
		.mux4mem(mux4mem), 
		.en4mem(en4mem), 
		.data_out0(data0), 
		.data_out1(data1), 
		.data_out2(data2), 
		.data_out3(data3), 
		.data_out4(data4), 
		.data_out5(data5), 
		.data_out6(data6), 
		.data_out7(data7), 
		.data_out8(data8) 
		);
	CONV_L0 Convl0(
		.data_in0(data0), 
		.data_in1(data1), 
		.data_in2(data2), 
		.data_in3(data3), 
		.data_in4(data4), 
		.data_in5(data5), 
		.data_in6(data6), 
		.data_in7(data7), 
		.data_in8(data8), 
		.num_of_kernel(num_of_kernel), 
		.data_out(out_of_conv) 
		);
	ReLU relu(
		.data_in(out_of_conv), 
		.data_out(data_out) 
		);
endmodule
module Layer1(
	input				rst, 
	input				clk, 
	input	[19:0]		data_in, 
	input	[3:0]		en4mem, 
	output	[19:0]		data_out 
		);
	reg		[19:0]	MEM	[0:3];
	reg		[2:0]	i;
	wire	[19:0]	MAX;
	wire	[19:0]	S0_MAX;
	wire	[19:0]	S1_MAX;
	always@(posedge clk or posedge rst)begin
		if(rst)begin
			for(i=3'd0;i<3'd4;i=i+1)begin
				MEM[i]<=20'd0;
			end
		end else begin
			for(i=3'd0;i<3'd4;i=i+1)begin
				if(en4mem[i])begin
					MEM[i]<=data_in;
				end
			end
		end
	end
	assign S0_MAX=(MEM[0]>MEM[1])?MEM[0]:MEM[1];
	assign S1_MAX=(MEM[1]>MEM[2])?MEM[1]:MEM[2];
	assign MAX=(S0_MAX>S1_MAX)?S0_MAX:S1_MAX;
endmodule
module Layer2(
		input				rst, 
		input				clk, 
		input		[19:0]	data_in, 
		output	reg	[19:0]	data_out 
		);
	always@(posedge clk or posedge rst)begin
		if(rst)begin
			data_out<=20'd0;
		end else begin
			data_out<=data_in;
		end
	end
endmodule
module DATA_MUX(
	input		[19:0]	data_in0, 
	input		[19:0]	data_in1, 
	input		[19:0]	data_in2, 
	input		[1:0]	sel, 
	output	reg	[19:0]	data_out 
	);
	always@(*)begin
		case(sel)
			2'd0:		data_out=data_in0;
			2'd1:		data_out=data_in1;
			2'd2:		data_out=data_in2;
			default:	data_out=20'dx;
		endcase
	end
endmodule
module CTL(
	input			rst, 
	input			clk, 
	input			ready, 
	output			busy, 
	output	[11:0]	iaddr, 
	output			crd, 
	output	[11:0]	caddr_rd, 
	output			cwr, 
	output	[11:0]	caddr_wr, 
	output	[2:0]	csel, 
	output	[8:0]	L0_mux4mem, 
	output	[8:0]	L0_en4mem, 
	output			L0_num_of_kernel, 
	output	[3:0]	L1_en4mem, 
	output	[1:0]	sel4mux_of_output 
	);
endmodule
module  CONV(
	input						clk,
	input						reset,
	input						ready,
	output		wire			busy,
	output		wire	[11:0]	iaddr,
	input				[19:0]	idata,
	output		wire			crd,
	input				[19:0]	cdata_rd,
	output		wire	[11:0]	caddr_rd,
	output		wire			cwr,
	output		wire	[19:0]	cdata_wr,
	output		wire	[11:0]	caddr_wr,
	output		wire	[2:0]	csel
	);
	wire	[8:0]	L0_mux4mem;
	wire	[8:0]	L0_en4mem;
	wire			L0_num_of_kernel;
	wire	[19:0]	L0_data_out;
	wire	[3:0]	L1_en4mem;
	wire	[19:0]	L1_data_out;
	wire	[19:0]	L2_data_out;
	wire	[1:0]	sel4mux_of_output;
	Layer0 layer0(
		.rst				(reset), 
		.clk				(clk), 
		.data_in			(idata), 
		.mux4mem			(L0_mux4mem), 
		.en4mem				(L0_en4mem), 
		.num_of_kernel		(L0_num_of_kernel), 
		.data_out			(L0_data_out) 
		);
	Layer1 layer1(
		.rst				(reset), 
		.clk				(clk), 
		.data_in			(cdata_rd), 
		.en4mem				(L1_en4mem), 
		.data_out			(L1_data_out) 
		);
	Layer2 layer2(
		.rst				(reset), 
		.clk				(clk), 
		.data_in			(cdata_rd), 
		.data_out			(L2_data_out) 
		);
	DATA_MUX data_mux(
		.data_in0			(L0_data_out), 
		.data_in1			(L1_data_out), 
		.data_in2			(L2_data_out), 
		.sel				(sel4mux_of_output), 
		.data_out			(cdata_wr) 
		);
	CTL ctl(
		.rst				(reset), 
		.clk				(clk), 
		.ready				(ready), 
		.busy				(busy), 
		.iaddr				(iaddr), 
		.crd				(crd), 
		.caddr_rd			(caddr_rd), 
		.cwr				(cwr), 
		.caddr_wr			(caddr_wr), 
		.csel				(csel), 
		.L0_mux4mem			(L0_mux4mem), 
		.L0_en4mem			(L0_en4mem), 
		.L0_num_of_kernel	(L0_num_of_kernel), 
		.L1_en4mem			(L1_en4mem), 
		.sel4mux_of_output	(sel4mux_of_output) 
		);
endmodule
```
**/design/flow/config.mk**
```make
export PLATFORM = sky130hd
export DESIGN_NAME = Layer2
export DESIGN_NICKNAME = Layer2
export VERILOG_FILES = /design/flow/design.v
export SDC_FILE = /design/flow/constraint.sdc
export NUM_CORES = 4
export LEC_CHECK = 1
export CORE_AREA = 10 10 86 86
export DIE_AREA = 0 0 96 96
```
**/design/flow/run.sh**
```bash
#!/bin/bash
# OpenROAD 26Q1-2900-gdf79404cd8, Yosys 0.63+post, stock flow scripts
make -C /OpenROAD-flow-scripts/flow DESIGN_CONFIG=/design/flow/config.mk WORK_HOME=/design/flow/orfs finish
```
**/design/flow/constraint.sdc**
```tcl
current_design Layer2

set clk_period 1.0
set clk_io_pct 0.2

create_clock -name clk0 -period $clk_period [get_ports {clk}]

set non_clock_inputs [all_inputs -no_clocks]
set_input_delay [expr $clk_period * $clk_io_pct] -clock clk0 $non_clock_inputs
set_output_delay [expr $clk_period * $clk_io_pct] -clock clk0 [all_outputs]
```
==> ci_impl_report.md <==
### Yosys + OpenROAD results

| Metric | Value |
|---|---|
| Status | complete, no violations |
| Final setup margin | 69.63 ps |
| Fp util | 9.101% |
| Hold crit path type | in -> async |
| Worst path arrival time | 730 ps |
| Clock Path Buffers | 2 |
| Final worst path period need | around 930 ps |
| Yosys chip area | 504.2 µm² |
| Count of input and output buffers | 41 |
| Final ANT Viol Nets | 0 |
| Clock transition at path regs | 70 ps |
| Core ar. | 5540 µm² |
| Htree depth | 1 |
| Area leader share | 99.26% |
| Share of flip-flops with an asynchronous set or reset after synthesis | 100.0% |
| Site row count | 27 |
| Period Utilization, post-route | between 90 and 100% |
| Clk sinks | 20 |
| Synth unique cells | 2 |
| Least-Margin Pin Slew | between 100 and 150 ps |
| Ys flops | 20 |
| CP max stage delay | roughly 360 ps |
| Die H | between 90 and 100 µm |
| Power density over the cells | 1548 nW/µm² |
| Comb_multi_in | 0 |
| Drt wl/cell | 11.88 µm |
| Routed wire length | 1639 µm |
| Fillcell total | 620 |
| Avg Cell Area, Syn | 24.01 µm² |
| Final Cell Area | 965.9 µm² |
| Biggest register | data_out |
| TritonCTS clock tree | built |
| Overall routing resource usage | 3.538% |
| Vias in the first global route | 358 |
| Crit path max fanout | 1 |
| Max reg flops | 20 |
| Placed cell area | 1025 µm² |
| Static leakage | ~0.43 nW |
| Initial detailed-routing violation count | 0 |
| Antenna diodes | 0 |
| Post-synth top flop | dfrtp_1 |
| IO Pins | about 42 |
| Synth Seq Share | slightly below 100% |
| Fin. Hold Viols | 0 |
| Share of cells above drive strength 1 | 36.36% |
| Worst Hold Margin | 258.4 ps |
| CTS Buf Count | 3 |
| Post-synth top cells | dfrtp_1, inv_1 |
| Hold_buf cts | 0 |
| Total iterations of the first detailed-routing run | 1 |
| # Post-CTS Setup Buffers | 0 |
| Antenna violations before repair | 0 |
| Die Area | 9216 µm² |
| Total grt overflow | 0 |
| Comb gate area | 0 µm² |
| Worst Path Required | approximately 800 ps |
| Synthesized area | 504.2 µm² |
| IR drop worst, VDD | ~350 µV |
| Remaining DRCs | 0 |
| Area Overhead vs Synth | 91.56% |
| Final Setup Violations | 0 |
| Fmax | 1075 MHz |
| CP bufs+invs | 1 |
| CP Launch Type | flip-flop |
| Non-filler cells in the finished layout | 138 |
| Setup Crit Path Kind | reg -> out |
| First-pass GRT wire length | about 2400 µm |
| Placed insts | 135 |
| Crit-path leading delay family | flip-flops |
| Via/cell ratio | 2.283 |
| Yosys top cell by instances | dfrtp_1 |
| Fin. max-slew vios | 0 |
| Unrepaired setup endpoints after global routing | no |
| Count of tool warnings | 26 |
| CP Capture Type | primary output |
| CP cell instances | buf_2 |
| Top Registers | data_out x20 |
| Vias | 315 |
| Yosys Instances | 21 |
| Number of enable flip-flop cells | 0 |
| Synth area leaders | dfrtp_1, inv_1 |
| Maxcap violations | 0 |
| Largest net degree at the start of global routing | 21 |
| Die width | 96 µm |
| Ys Warns | 1 |
| Largest area contributor in the netlist | dfrtp_1 |
| CTS Root Cell | clkbuf_8 |
| Slew margin rel. | 92.46% |
| RePlAce Congestion | 0.7240 |
| Syn Inst Count | 21 |
| Dpl ws | -1.884 ps |
| Critical path's slowest cell | dfrtp_1 |
[through the flow]
step	power, mW	TNS, ps	utilization (%)
detailed placement	1.066	-2.016	18.50
CTS	1.526	-17.42	18.16
finish	1.495	0	17.43
global placement	1.062	0	18.50
floorplan	0.8756	0	-
global route	1.568	0	17.43
[final timing paths]
path                       slack [ps]  depth (start not counted)    startpoint            to
max                                70                          1  data_out[19]  data_out[19]
max in group asynchronous         610                          3           rst  data_out[10]
min                               260                          3           rst   data_out[0]
min in group clk0                 380                          1   data_in[11]  data_out[11]
[layout by cell type, fill, tap and decap left out, drive strengths merged]
cell and instances:
dfrtp 20, buf 13, inv 1, clkdlybuf4s50 21
clkbuf 11
[cells by family after synthesis]
kind of cell	after synthesis	synth area share, %
buffers and inverters	1	0.7437
DFF	20	99.26
[where the power goes]
group | internal, mW | switching (mW)
clock | 0.267 | 0.225
sequential | 0.849 | 0.00871
combinational | 0.105 | 0.0399
[timing repair]
| action | 4_1_cts | 5_1_grt |
|---|---|---|
| setup endpoints to repair | 20 | 8 |
| gates resized | 58 | 8 |
| hold endpoints to repair | 0 | 0 |
[cell type report]
cell class | instances | area [µm²] | share of cell area [%]
tap | 72 | 90.09 | 9.326
sequential | 20 | 500.5 | 51.81
timing repair buffer | 42 | 330.3 | 34.20
clock buffer | 3 | 41.29 | 4.275
inverter | 1 | 3.754 | 0.3886
[metal layers]
metal	part of all wire, %	wire [µm]	track usage [%]	vias to the layer above
met3	12	192	2.280	4
met1	27	437	3.064	144
li1	-	-	-	152
met2	61	994	6.726	15
met4	0.85	14	0.4914	0
met5	0	0	0	-
Power figures rest on the tool's default switching activity, not on a simulated workload.
